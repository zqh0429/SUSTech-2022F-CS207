===== flow/config.mk =====
export PLATFORM = sky130hd
export DESIGN_NAME = ahead_adder
export DESIGN_NICKNAME = ahead_adder
export VERILOG_FILES = /design/flow/design.v
export SDC_FILE = /design/flow/constraint.sdc
export NUM_CORES = 4
export LEC_CHECK = 1
export CORE_AREA = 10 10 70 70
export DIE_AREA = 0 0 80 80

===== flow/run.sh =====
#!/bin/bash
# OpenROAD 26Q1-2900-gdf79404cd8, Yosys 0.63+post, stock flow scripts
make -C /OpenROAD-flow-scripts/flow DESIGN_CONFIG=/design/flow/config.mk WORK_HOME=/design/flow/orfs finish

===== flow/design.v =====
`timescale 1ns / 1ps
module ahead_adder
(
input [15:0]A,
input [15:0]B,
input CIN,
output reg [15:0]S,
output reg cout 
);
wire [15:0]G=A&B;
wire [15:0]P=A|B;
reg [3:0]cin;
reg cout1;
task ahead_adder4;
input cin;
input [3:0]A;
input [3:0]B;
input [3:0]G;
input [3:0]P;
output reg [3:0]S;
output reg cout;
reg [3:0]C;
begin
C[0]= G[0] | (cin&P[0]);
C[1]= G[1] | (P[1]&G[0]) | (P[1]&P[0]&cin);
C[2]= G[2] | (P[2]&G[1]) | (P[2]&P[1]&G[0]) | (P[2]&P[1]&P[0]&cin);
C[3]= G[3] | (P[3]&G[2]) | (P[3]&P[2]&G[1]) | (P[3]&P[2]&P[1]&G[0]) | (P[3]&P[2]&P[1]&P[0]&cin);
S[0]=A[0]^B[0]^cin;
S[1]=A[1]^B[1]^C[0];
S[2]=A[2]^B[2]^C[1];
S[3]=A[3]^B[3]^C[2];
cout=C[3];
end
endtask
task ahead_carry;
input cin;
input [15:0]G;
input [15:0]P;
output reg [3:0]cout;
reg [3:0]G2;
reg [3:0]P2;
begin
G2[0]=G[3] | P[3]&G[2] | P[3]&P[2]&G[1] | P[3]&P[2]&P[1]&G[0];
G2[1]=G[7] | P[7]&G[6] | P[7]&P[6]&G[5] | P[7]&P[6]&P[5]&G[4];
G2[2]=G[11] | P[11]&G[10] | P[11]&P[10]&G[9] | P[11]&P[10]&P[9]&G[8];
G2[3]=G[15] | P[15]&G[14] | P[15]&P[14]&G[13] | P[15]&P[14]&P[13]&G[12];
P2[0]=P[3]&P[2]&P[1]&P[0];
P2[1]=P[7]&P[6]&P[5]&P[4];
P2[2]=P[11]&P[10]&P[9]&P[8];
P2[3]=P[15]&P[14]&P[13]&P[12];
cout[0]=G2[0] | (cin&P2[0]);
cout[1]=G2[1] | (P2[1]&G2[0]) | (P2[1]&P2[0]&cin);
cout[2]=G2[2] | (P2[2]&G2[1]) | (P2[2]&P2[1]&G2[0]) | (P2[2]&P2[1]&P2[0]&cin);
cout[3]=G2[3] | (P2[3]&G2[2]) | (P2[3]&P2[2]&G2[1]) | (P2[3]&P2[2]&P2[1]&G2[0]) | (P2[3]&P2[2]&P2[1]&P2[0]&cin);
end
endtask
always@(*)
begin
	ahead_carry(CIN,G[15:0],P[15:0],cin[3:0]);
	ahead_adder4 (CIN,A[3:0],B[3:0],G[3:0],P[3:0],S[3:0],cout1);
	ahead_adder4 (cin[0],A[7:4],B[7:4],G[7:4],P[7:4],S[7:4],cout1);
	ahead_adder4 (cin[1],A[11:8],B[11:8],G[11:8],P[11:8],S[11:8],cout1);
	ahead_adder4 (cin[2],A[15:12],B[15:12],G[15:12],P[15:12],S[15:12],cout);
    end
endmodule

===== flow/constraint.sdc =====
current_design ahead_adder

set clk_period 4.9
set clk_io_pct 0.2

create_clock -name clk0 -period $clk_period

set non_clock_inputs [all_inputs -no_clocks]
set_input_delay [expr $clk_period * $clk_io_pct] -clock clk0 $non_clock_inputs
set_output_delay [expr $clk_period * $clk_io_pct] -clock clk0 [all_outputs]

==> reports/metrics.cfg <==
[critical_path]
cp-end-kind = output port
arrival_ns = 3.65
endpoint = S[13]
setup.worst_path.start = A[3]
crit_type = in2out
cp_max_fo = 4
startpoint_type = input pin
required_ns = 3.92

[cts]
post_cts_resize_count = 0
postCtsSetupBuffers = 0
holdBufCountCts = 0

[final_timing]
hold_violations = 0
whs_ns = 3.02
setup_slack_ns = 0.269
max_slew_margin_pct = 76.1
grt_setup_unrepaired = no
slew_viol_final = 0
fmax_ghz = 0.216
fin_setup_tns_ns = 0
tightest_slew_ns = 0.357
finalCritPeriodShare_pct = 94.5
period_needed_ns = 4.63
finalSetupViolCount = 0

[power_and_ir_drop]
p_per_area_mw_per_mm2 = 106
p_leak_nw = 0.857
ir_drop_uv = 46.0

[route]
highest_layer = met3
drc = 0
postRouteAntennaNets = 0
antennaDiodeCount = 0
post_drt_wl_per_cell_um = 10.0
num_vias = 1082
firstDrtPassIters = 2
viasPerCell = 4.33
drtIter0Drc = 17
drt-total-wl_um = 2500
wl_met3_um = 210
dr_wl_met2_um = 1120
wl_met1_um = 1170

[yosys]
yosys.area.top_type = ha_1
ys_cells = 153
area_leaders = ha_1 (36%), inv_1 (16%), fa_1 (7.2%), xor2_1 (4.0%), a21oi_1 (3.6%)
synthCells = 153
ys_chip_area_mm2 = 0.00111
synthDominantCellAreaShare_pct = 36.1
synth_area_per_cell_um2 = 7.25
netlist_area_mm2 = 0.00111
synth_warnings = 1
postSynthSeqShare_pct = 0
synth_cell_types = 30

[placement]
gp_congestion = 0.774
dp_hpwl_um = 2380
detailed_place.area_mm2 = 0.00167
detailedPlace.worstSlack_ns = 0.202
dp_cells = 250
portBuffers = 50

[layout]
flops = 0
final_area_mm2 = 0.00167
nFillCells = 348
num-clock-buffers = 0
seq_area_um2 = 0
area_growth_pct = 51.0
drive_gt1_share_pct = 2.45
fin_cells = 250
lay_top_count = clkdlybuf4s50_1
final_cell_mix = clkdlybuf4s50_1 (50), inv_1 (46), ha_1 (32)

[die]
die_height_um = 80
die_w_um = 80
initCoreUtil_pct = 32.5
core_mm2 = 0.00342
die_area_mm2 = 0.00640
rows = 21
io_pins = 50

[global_routing]
antenna_found_initial = 0
overflow = 0
grt_usage_pct = 7.91
grt_pass1_vias = 1074
grt_max_degree = 6
grt_pass1_wl_um = 4470

[run_status]
outcome = finished clean

[min_path]
hold_path_class = in2out

[run]
maxCapViolations = 0
warnings = 52

layout make-up:
cell class / instances / area (um2) / area share [%]
Timing Repair Buffer: 51 / 508 / 30.3
Tap cell: 46 / 57.6 / 3.44
Multi-Input combinational cell: 107 / 936 / 55.9
Inverter: 46 / 173 / 10.3
cells in the mapped netlist:
cell type and number:
nor2b_1 4, a21oi_1 8, nand4_1 2, a2111oi_2 1, nor2_1 10, a211o_1 1
o21bai_1 3, o21a_1 1, xor2_1 5, nor3_1 5, ha_1 32, xnor2_1 4
a21o_1 1, o31ai_1 1, nand2_1 6, o211ai_2 1, mux2i_1 1, nor4_1 1
fa_1 4, or3_1 2, o211ai_1 2, a211oi_1 1, a221oi_2 1, o21ai_0 3
a21boi_0 1, nand2b_1 2, inv_1 46, a311oi_1 2, o21ai_1 1, a21oi_2 1
worst min-delay path by stage:
stage / from / endpoint / slack, ns / depth (start not counted)
6_report: B[11] / S[11] / 3.02 / 5
5_1_grt: B[2] / S[2] / 3.07 / 5
4_1_cts: B[11] / S[11] / 3.03 / 5
per-stage QoR:
stage | total power [mW] | util, %
after detailed placement | 0.181 | 49.0
final | 0.177 | 49.0
after CTS | 0.183 | 49.0
after global placement | 0.180 | 49.0
after global routing | 0.203 | 49.0
after floorplan | 0.0751 | -
power by group:
part | switching [mW] | leakage, nW | internal [mW]
Combinational | 0.0644 | 0.857 | 0.113
Sequential | 0 | 0 | 0
Clock | 0 | 0 | 0
cells by family after synthesis:
family | after synthesis | synth area share [%]
compound gates | 29 | 19.2
xor+xnor | 9 | 7.11
fa+ha+maj | 36 | 43.3
buf+inv | 46 | 15.6
mux | 1 | 0.903
simple gates | 32 | 13.9
per-layer routing:
layer | global-route usage [%] | vias up
met4 | 0 | 0
met1 | 10.6 | 465
met3 | 2.39 | 0
met2 | 12.9 | 28
met5 | 0 | -
li1 | - | 589
worst max-delay path: stages:
cell	delay, ns
clkdlybuf4s50_1	0.42
inv_1	0.06
ha_1	0.18
inv_1	0.06
a221oi_2	0.31
a21oi_2	0.13
o211ai_1	0.35
nand2_1	0.12
fa_1	0.39
xor2_1	0.16
clkdlybuf4s50_1	0.48
Power is estimated from default activity; no workload was simulated.
